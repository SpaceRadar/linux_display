==> flow/design.v <==
module shift_1xN 
#( 
   parameter SHIFT_LENGTH =  32
 )   
 (                       
   reset,
   clk,
   sr_in,
   sr_out
 );
input reset, clk;
input sr_in;
output sr_out;
reg [SHIFT_LENGTH-1:0] sr;
assign sr_out = sr[SHIFT_LENGTH-1];
always@(posedge clk or posedge reset)
begin
  if(reset)
    sr<=1'b0;
  else begin       
    if(SHIFT_LENGTH>1)  
      sr[SHIFT_LENGTH-1:1] <= sr[SHIFT_LENGTH-2:0];
	 sr[0] <= sr_in;
	end
end
endmodule
module lt24_ctrl
(
  input                          clk,
  input                          reset,
  input                          ctrl_write,
  input      [31:0]              ctrl_writedata,
  input                          ctrl_read,
  output reg [31:0]              ctrl_readdata, 
  input      [2:0]               ctrl_address,
  output reg                     ctrl_waitrequest,  
  output wire                    master_read,
  input  wire [31:0]             master_readdata,
  output reg  [31:0]             master_address,
  input  wire                    master_waitrequest,
  input  wire                    master_readdatavalid,
  output wire                    master_burstcount,
  output wire [3:0]              master_byteenable,
  output reg                     lt24_cs_n,
  output reg                     lt24_rs, 
  output reg                     lt24_rd_n,
  output reg                     lt24_wr_n,
  output reg  [15:0]             lt24_data,
  output reg                     lt24_reset_n,
  output reg                     lt24_lcd_on   
);														
localparam ADRR_REG_VIDEO_MEM_ADDR    =3'd0;
localparam ADRR_REG_VIDEO_MEM_SIZE    =3'd1;					
localparam ADRR_REG_REFRESH_RATE      =3'd2;
localparam ADRR_REG_CTRL              =3'd3;	
localparam ADRR_REG_CMD               =3'd4;
localparam ADRR_REG_DATA              =3'd5;
localparam CTRL_REG_RESET             =0;	
localparam CTRL_REG_LCD_ON            =1;	
localparam CTRL_REG_REFRESH_ON        =2;	
enum int unsigned {SM_IDLE              ='h0001,
						 SM_REFRESH_PAUSE     ='h0002, 	
                   SM_REFRESH_START     ='h0004,						 
                   SM_REFRESH_RUN       ='h0008,
                   SM_REFRESH_HOLD      ='h0010
						 } state, next_state;
reg [31:0]   start_address;
reg [31:0]   counter;
reg [31:0]   input_counter;
reg [31:0]   output_counter;
reg [31:0]   video_mem_size;
reg          hi_bit_input_counter_delayed;
reg          ctrl_read_delayed;
reg [31:0]   refresh_rate_timer;
reg [31:0]   refresh_rate;
reg          refresh_on;
reg          refresh_req;
reg [31:0]   fifo_level_in; 
reg [31:0]   fifo_level_out; 
reg          read_ready; 
reg          fifo_read;
reg          lt24_write_n;
wire         lt24_write_n_delayed;
wire         fifo_up_level_in=fifo_level_in>32;
wire         fifo_bottom_level_in=fifo_level_in<16;
wire         fifo_out_not_empty=|fifo_level_out;
wire [15:0]  fifo_data_out;
fifo fifo_ins(
     .aclr ( reset ),
     .data(master_readdata),
     .rdclk(clk),
     .rdreq(~lt24_write_n),
     .wrclk(clk),
     .wrreq(master_readdatavalid),
     .q(fifo_data_out)
);
shift_1xN #(5) lt24_wr_n_del(
     .clk(clk),
     .reset(reset),
     .sr_in(lt24_write_n),
     .sr_out(lt24_write_n_delayed)
); 
assign master_burstcount=1'b1;
assign master_byteenable=4'hF; 
always @(posedge clk, posedge reset)
if(reset)
  start_address<=32'h0000_0000;
else
  if(ctrl_write & (ctrl_address==ADRR_REG_VIDEO_MEM_ADDR))
	 start_address<=ctrl_writedata;
assign master_read=~counter[31] & read_ready;		
always @(posedge clk)
hi_bit_input_counter_delayed<=input_counter[31];	
always @(posedge clk, posedge reset)
if(reset)
  counter<=32'hFFFF_FFFF;
else
  if(state==SM_REFRESH_START)
	 counter<=video_mem_size;
  else
    if(master_read & ~master_waitrequest)
      counter<=counter-32'd1;
always @(posedge clk, posedge reset)
if(reset)
  read_ready<=1'b0;
else
  if(state==SM_REFRESH_RUN) 
    if(fifo_up_level_in)
      read_ready<=1'b0;
    else
      read_ready<=(master_read | fifo_bottom_level_in);
always @(posedge clk, posedge reset)
if(reset)
  fifo_level_in<=32'd0;
else		
  case( {master_read & ~master_waitrequest, fifo_out_not_empty & ~lt24_write_n} )
    2'b01 : fifo_level_in<=fifo_level_in - 32'd1;
    2'b10 : fifo_level_in<=fifo_level_in + 32'd2;
    2'b11 : fifo_level_in<=fifo_level_in + 32'd1;
  endcase
always @(posedge clk, posedge reset)
if(reset)
  fifo_level_out<=32'd0;
else		
  case( {master_readdatavalid, fifo_out_not_empty & ~lt24_write_n} )
    2'b01 : fifo_level_out<=fifo_level_out - 32'd1;
    2'b10 : fifo_level_out<=fifo_level_out + 32'd2;
    2'b11 : fifo_level_out<=fifo_level_out + 32'd1;
  endcase
always @(posedge clk, posedge reset)
if(reset)
  input_counter<=32'hFFFF_FFFF;
else
  if(state==SM_REFRESH_START)
    input_counter<=video_mem_size;
  else
    if(master_readdatavalid)
      input_counter<=input_counter-32'd1;	
always @(posedge clk, posedge reset)
if(reset)
  output_counter<=32'hFFFF_FFFF;
else
  if(state==SM_REFRESH_START)
	 output_counter<={video_mem_size[30:0],1'b1};
  else
    if(~lt24_write_n_delayed)
      output_counter<=output_counter-32'd1;							
always @(posedge clk, posedge reset)
if(reset)
  video_mem_size<=32'hFFFF_FFFF;
else
  if(ctrl_write & (ctrl_address==ADRR_REG_VIDEO_MEM_SIZE))
	 video_mem_size<=ctrl_writedata;
always @(posedge clk, posedge reset)
if(reset)
  master_address<=32'h0000_0000;
else
  if(state==SM_REFRESH_START)
    master_address<=start_address;
  else  
    if(master_read & ~master_waitrequest)
      master_address<=master_address +32'd4;  
always @(posedge clk)
  ctrl_waitrequest<=1'b0;
always @(posedge clk)
if(state==SM_REFRESH_START)
  refresh_rate_timer<=refresh_rate;
else
  refresh_rate_timer<=refresh_rate_timer-32'd1;
always @(posedge clk)
  ctrl_read_delayed<=ctrl_read;
always @(posedge clk)
ctrl_readdata<=32'hFFFF_FFFF;
always @(posedge clk, posedge reset)
if(reset)
  refresh_on<=1'b0;
else
  if(ctrl_write & (ctrl_address==ADRR_REG_CTRL))
    refresh_on<=ctrl_writedata[CTRL_REG_REFRESH_ON];
always @(posedge clk, posedge reset)
if(reset)
  refresh_rate<=1'b0;
else
  if(ctrl_write & (ctrl_address==ADRR_REG_REFRESH_RATE))
    refresh_rate<=ctrl_writedata;
always @(posedge clk, posedge reset)
if(reset)
  refresh_req<=1'b0;
else
  if((refresh_rate_timer==32'h0000_0000) & refresh_on)
    refresh_req<=1'b1;
  else
    if(state==SM_REFRESH_START)
      refresh_req<=1'b0;
always @(posedge clk, posedge reset)
if(reset)
  lt24_reset_n<=1'b0;
else
  if(ctrl_write & (ctrl_address==ADRR_REG_CTRL))
    lt24_reset_n<=~ctrl_writedata[CTRL_REG_RESET];
always @(posedge clk, posedge reset)
if(reset)
  lt24_lcd_on<=1'b0;
else
  if(ctrl_write & (ctrl_address==ADRR_REG_CTRL))
    lt24_lcd_on<=ctrl_writedata[CTRL_REG_LCD_ON];
always @(posedge clk, posedge reset)
if(reset)
  lt24_cs_n<=1'b1;
else
  if((state==SM_IDLE) || (state==SM_REFRESH_HOLD))
    lt24_cs_n<=~(ctrl_write & ((ctrl_address==ADRR_REG_CMD)|(ctrl_address==ADRR_REG_DATA)));
  else
    lt24_cs_n<=lt24_write_n_delayed;
always @(posedge clk)
if((state==SM_IDLE) || (state==SM_REFRESH_HOLD))
  lt24_rs<=(ctrl_address==ADRR_REG_DATA);
else
  lt24_rs<=1'b1;
always @(posedge clk)
  lt24_rd_n<=1'b1;
always @(posedge clk, posedge reset)
if(reset)
  lt24_wr_n<=1'b1;
else
  if((state==SM_IDLE) || (state==SM_REFRESH_HOLD))
    lt24_wr_n<=~(ctrl_write & ((ctrl_address==ADRR_REG_CMD)|(ctrl_address==ADRR_REG_DATA)));
  else
    lt24_wr_n<=lt24_write_n_delayed;
always @(posedge clk, posedge reset)
if(reset)
  lt24_data<=16'h0000;
else
  if((state==SM_IDLE) || (state==SM_REFRESH_HOLD))
    lt24_data<=ctrl_writedata[15:0];
  else
    lt24_data<=fifo_data_out;
always @(posedge clk, posedge reset)
if(reset)
  lt24_write_n<=1'b1;
else
  if(fifo_out_not_empty)
    lt24_write_n<=~lt24_write_n;
  else
    lt24_write_n<=1'b1;
always_ff @(posedge clk, posedge reset)
if(reset)     
  state<=SM_IDLE;
else
  state<= next_state;
always_comb
unique case (state) 
    SM_IDLE          : if(refresh_on)
                         next_state=SM_REFRESH_START;
                       else
                         next_state=SM_IDLE;  
    SM_REFRESH_START : next_state=SM_REFRESH_RUN; 
    SM_REFRESH_RUN   : if(output_counter[31])
                         next_state=SM_REFRESH_PAUSE; 	 
                       else
                         next_state=SM_REFRESH_RUN;  
    SM_REFRESH_PAUSE : if(!refresh_on)
                         next_state=SM_IDLE;							 
                       else		 
                         if(refresh_req)
                           next_state=SM_REFRESH_START;
                         else
                           next_state=SM_REFRESH_PAUSE;
    SM_REFRESH_HOLD  : next_state=SM_REFRESH_HOLD;
    default          : next_state=SM_IDLE;             
  endcase	 
endmodule
==> flow/run.sh <==
#!/bin/bash
# OpenROAD 26Q1-2900-gdf79404cd8, Yosys 0.63+post, stock flow scripts
make -C /OpenROAD-flow-scripts/flow DESIGN_CONFIG=/design/flow/config.mk WORK_HOME=/design/flow/orfs finish
==> flow/config.mk <==
export PLATFORM = sky130hd
export DESIGN_NAME = shift_1xN
export DESIGN_NICKNAME = shift_1xN
export VERILOG_FILES = /design/flow/design.v
export SDC_FILE = /design/flow/constraint.sdc
export NUM_CORES = 4
export LEC_CHECK = 1
export CORE_AREA = 10 10 94 94
export DIE_AREA = 0 0 104 104
==> flow/constraint.sdc <==
current_design shift_1xN

set clk_period 1.0
set clk_io_pct 0.2

create_clock -name clk0 -period $clk_period [get_ports {clk}]

set non_clock_inputs [all_inputs -no_clocks]
set_input_delay [expr $clk_period * $clk_io_pct] -clock clk0 $non_clock_inputs
set_output_delay [expr $clk_period * $clk_io_pct] -clock clk0 [all_outputs]
==> out/qor.csv <==
metric,value,unit
grt total ovfl,0,
final hold viol count,0,
synthesis-stage register bit count,32,
count of cell types in the netlist,2,
H-tree lvl count,2,
Synth Instances,33,
Worst VDD drop,954,uV
crit-path max FO,1,
First-pass DRT Iterations,2,
Lkg Pwr,0.450,nW
DPL Wire Length,521,microns
initial antenna violation count,0,
DR DRC count,0,
pin count of the biggest net entering global routing,33,
fin cells,140,
Latency at later pin,0.27,ns
Tot GR Track Use,0.0194,
Clk network pwr share,0.419,
Cell Int Power,1.99,mW
Fin Setup TNS,0,ns
"Arr. time, crit path",0.73,ns
cell family with most CP delay,flip-flops,
hold_buf cts,0,
Fmax,1070,MHz
comb. cell area,0,sq um
Top reg by flops,sr,
pins over their slew limit,0,
Setup-failing EPs final,0,
CP max stage cell,dfrtp_1,
Yosys chip area,805,sq um
Pwr Density,2290,nW/um^2
"Buf+Inv Stages, Crit Path",1,
most numerous logic cells after layout,"dfrtp_1 (32), clkbuf_8 (7), clkdlybuf4s50_1 (2)",
Die X,104,microns
DR iter-0 viols,4,
Logic pwr share,0.017,
final cycle utilization of the critical path,0.933,
clock tree buffer depth,2,
Sink Count,32,
Core ar.,6830,sq um
Switch Pwr,0.455,mW
Critical Path RT,0.80,ns
die y size,104,microns
tool warnings,25,
drt wl/cell,6.59,microns
crit end category,output pin,
placer congestion estimate,0.709,
Max-Cap Viols,0,
layout cells sized above 1,0.205,
clock transition at the registers of the reported paths,0.06,ns
RSZ-0062 raised after global routing,no,
Slew headroom,0.889,
Critical R2R Launch,sr[0],
ant diodes,0,
PortBufs,3,
crit path cell chain,buf_2,
# Cells Yosys,33,
synth warn,1,
FF-to-FF path depth,0,
post-route minimum period,0.933,ns
Synth Cell Area,805,sq um
biggest regs,sr (32),
worst reg2reg path endpoint,sr[1],
final instance area,1070,sq um
worst hold path type,input pin to asynchronous set/reset pin,
most numerous logic cell after layout,dfrtp_1,
combinational gates,0,
FP Rows,30,
CP max stage delay,0.35,ns
fp util,0.118,
CP Launch Type,flop,
sequential power share,0.564,
Root Driver,clkbuf_8,
Reg2Reg Setup Slack,0.51,ns
max reg flops,32,
# IOs,4,
vias in the first global route,353,
drt total wl,923,microns
Placed Cells,133,
"Avg Cell Area, Syn",24.4,sq um
outcome,finished clean,
first-pass GRT wire length,1660,microns
Clock Skew,0.00457,ns
TritonCTS clock tree,built,
routed via count,279,
Die Area,10800,sq um
Num CTS Buffers,5,
Crit Path Class,flop to output pin,
register share after synthesis,0.995,
worst slew pin tran,0.166,ns
Switching Share,0.186,
Via density,1.99,
ANT nets after route,0,
"Area growth, synth to finish",32.5,%
DP Area,975,sq um
[synthesized netlist by cell type]
library cell | count | area share
inv_1 | 1 | 0.0047
dfrtp_1 | 32 | 1.0
[final cells by class]
cell class            instances  area (sq um)
timing repair buffer          4          45.0
sequential                   32           801
tap                          96           120
inverter                      1          3.75
fill                        753          5770
clock buffer                  7          96.3
[routing by layer]
metal  wire length, microns  GRT usage  vias to the layer above
met5                      0          0                        -
met4                     16    0.00497                        0
met3                    108     0.0169                        3
met2                    335     0.0198                        8
met1                    464     0.0278                      150
li1                       -          -                      118
[what timing repair did]
action                     CTS  global route
setup endpoints to repair    1             0
buffers inserted             0             0
gates resized                3             0
[logic make-up after synthesis]
kind of cell	Yosys count	share of synthesized area
DFF	32	0.995
buffers and inverters	1	0.00466
[per-stage QoR]
step | total power, mW | setup WS [ns] | utilization | hold slack [ns]
after floorplan | 1.41 | 0.109 | - | 0.231
after global placement | 1.44 | 0.0331 | 0.143 | 0.340
after detailed placement | 1.45 | 0.0388 | 0.143 | 0.336
after CTS | 2.49 | 0.0487 | 0.156 | 0.250
after global routing | 2.57 | 0.0184 | 0.156 | 0.313
final | 2.44 | 0.0675 | 0.156 | 0.256
[power groups by stage]
stage     logic, mW  clock network, mW  registers, mW
4_1_cts      0.0432               1.07           1.38
5_1_grt      0.0490               1.14           1.39
6_report     0.0414               1.02           1.38
[worst max path at each step]
| stage | slack (ns) | end | depth (start not counted) | from |
|---|---|---|---|---|
| CTS | 0.05 | sr_out | 1 | sr[31] |
| global route | 0.02 | sr_out | 1 | sr[31] |
| finish | 0.07 | sr_out | 1 | sr[31] |
Power is estimated from default activity; no workload was simulated.
